$ cat /design/flow/run.sh
#!/bin/bash
# OpenROAD 26Q1-2900-gdf79404cd8, Yosys 0.63+post, stock flow scripts
make -C /OpenROAD-flow-scripts/flow DESIGN_CONFIG=/design/flow/config.mk WORK_HOME=/design/flow/orfs finish
$ cat /design/flow/config.mk
export PLATFORM = sky130hd
export DESIGN_NAME = divider
export DESIGN_NICKNAME = divider
export VERILOG_FILES = /design/flow/design.v
export SDC_FILE = /design/flow/constraint.sdc
export NUM_CORES = 4
export LEC_CHECK = 1
export CORE_UTILIZATION = 40
$ cat /design/flow/constraint.sdc
current_design divider

set clk_period 26.0
set clk_io_pct 0.2

create_clock -name clk0 -period $clk_period [get_ports {clk}]

set non_clock_inputs [all_inputs -no_clocks]
set_input_delay [expr $clk_period * $clk_io_pct] -clock clk0 $non_clock_inputs
set_output_delay [expr $clk_period * $clk_io_pct] -clock clk0 [all_outputs]
$ cat /design/flow/design.v
`timescale 1ns / 1ps
module divider(input clk,
             input signed [7:0]A, 
             input signed [7:0]B,
             output logic signed [15:0]R,
             output logic sign
             );
logic [15:0] result;
assign result = A/B;             
always@ ( posedge clk )
case (result[15] )
1'b0:
begin
R <= result;
end
1'b1:
begin
R<= result;
end
endcase
endmodule
==> flow report <==
======================================================================================
Final routed wirelength across all metal layers .........................     29800 um
Slew at the pin closest to its max-slew limit ...........................     0.784 ns
Max-capacitance violation count .........................................            0
Final Instance Count excl. Fillers ......................................         1870
Flip-flops with a built-in enable .......................................            0
Final number of hold-violating endpoints ................................            0
Post-route fraction of the period consumed by the critical path .........         103%
Post-detailed-placement half-perimeter wirelength .......................     22600 um
Commonest non-fill, non-tap cell in the layout ..........................        buf_4
Maximum clock insertion buffer count ....................................            2
Largest net degree at the start of global routing .......................           19
Share of layout cells above drive strength 1 ............................        48.1%
Top FF cell, synth ......................................................      dfxtp_1
GRT Overall Usage .......................................................        29.9%
Global-route wire length before repair ..................................     47500 um
Number of nets with antenna violations after detailed routing ...........            0
Number of placed cells counting well taps ...............................         1761
Number of standard cells reported by yosys ..............................         1052
Final cell utilization of the core ......................................        74.8%
Syn Std Cell Area .......................................................    7820 um^2
Final worst path period need ............................................     26.87 ns
Routed length per placed instance .......................................      16.0 um
Number of input and output port buffers inserted ........................           32
Effective utilization at floorplan ......................................        41.2%
CP Launch Point .........................................................         B[0]
Iteration-0 DRC Markers .................................................          604
Number of logged tool warnings ..........................................           29
Synthesis-stage register bit count ......................................           16
Mean number of vias per cell ............................................         5.44
Area of the multi-input gates ...........................................    9030 um^2
Data required time at the worst endpoint ................................     26.13 ns
CORE AREA ...............................................................   19000 um^2
DRC violations left .....................................................            0
Number of global-route vias before repair ...............................         9534
Startpoint kind of the worst setup timing path ..........................   input port
Critical path endpoint category .........................................    flip-flop
Final setup vio count ...................................................           16
Cell seen most often among critical-path stages .........................        buf_4
Number of fill cells in the layout ......................................         1233
Setup repair after global routing missed its margin .....................          yes
Largest register by flop count ..........................................            R
First drt pass iteration count ..........................................            7
FFs w/ async S/R, synth .................................................           0%
Post-cts hold buffer count ..............................................            0
IO Pins .................................................................           34
Root buffer cell ........................................................    clkbuf_16
Clock-pin transition on the worst setup and hold timing paths ...........      0.05 ns
Path type of the worst setup path ....................................... input port to flip-flop
Min-Delay Path Class .................................................... input port to flip-flop
Avg Synthesized Cell Area ...............................................    7.43 um^2
CTS sink cnt ............................................................           16
Num rows ................................................................           50
Final worst hold slack ..................................................      5.95 ns
Die extent in x .........................................................       142 um
TritonCTS buffer count ..................................................            3
Largest register FFs ....................................................           16
Peak Freq ...............................................................   0.0372 GHz
Gr ovfl total ...........................................................            0
Highest-count cells in the layout ignoring fill and taps ................ 473 x buf_4, 100 x ha_1, 85 x nor2_1
Post-synth seq share ....................................................        4.10%
Clock tree from TritonCTS ...............................................        built
Chip area ...............................................................   20100 um^2
Cells after synthesis ...................................................         1052
Relative slew slack .....................................................        47.3%
Regs by FF count ........................................................        R x16
Critical path data arrival time .........................................     27.00 ns
Deepest level of the CTS H-tree .........................................            1
Worst stage delay on the critical path ..................................      0.58 ns
Highest net fanout along the worst path .................................            6
Worst Setup Slack, final ................................................    -0.867 ns
Violated checks ......................................................... setup timing
Total cell area reported by yosys after synthesis .......................    7820 um^2
Synthesis Warnings ......................................................            2
Die boundary height .....................................................       142 um
Number of distinct standard cells referenced by the synthesized netlist .           93
Slowest library cell on the worst path ..................................        or4_4
Worst setup endpoint ....................................................         R[5]
Via count ...............................................................        10200
Area added between synthesis and finish .................................        81.3%
Number of antenna violations at the first check in global routing .......            1
Result of the run ....................................................... finished with violations
Max-slew violations .....................................................            0
RD Place Congestion .....................................................        0.961
Seq. cell area ..........................................................     320 um^2
======================================================================================
-- through the flow --
stage               cell area (um^2)  setup WS, ns  TNS, ns
CTS                            13700        -0.552    -7.65
finish                         14200        -0.867   -11.56
floorplan                       8800         -1.18   -16.67
global placement               12300         -2.19   -33.08
global route                   14200         -1.88   -27.26
detailed placement             12300         -2.23   -34.01
-- critical path: cells and delay by family --
kind	cells	cell delay [ns]
muxes	5	1.47
buffers and inverters	31	3.85
xor gates and xnor gates	2	0.24
adders and majority gates	14	3.44
and+or+nand+nor	16	3.09
AOI/OAI and AO/OA	49	9.69
-- cell usage after synthesis (12+ instances only) --
master | instances | area share, %
and3_1 | 13 | 1.0
xor2_1 | 30 | 3.4
nor3_1 | 35 | 2.2
mux2_2 | 21 | 3.0
a211oi_1 | 13 | 1.2
o21a_1 | 18 | 1.7
nor2b_1 | 15 | 1.2
nor2_1 | 96 | 4.6
or3_1 | 18 | 1.4
inv_1 | 47 | 2.3
o31ai_1 | 12 | 1.2
mux2i_1 | 14 | 1.8
a21o_1 | 37 | 3.6
o211ai_1 | 17 | 1.6
nand2_1 | 73 | 3.5
dfxtp_1 | 16 | 4.1
xnor2_1 | 56 | 6.3
a21oi_1 | 62 | 4.0
ha_1 | 140 | 22
clkbuf_1 | 15 | 0.72
nand3_1 | 23 | 1.5
nor4_1 | 16 | 1.3
a31oi_1 | 12 | 0.96
o21ai_0 | 69 | 4.4
nand2b_1 | 12 | 0.96
and2_1 | 15 | 1.2
-- what timing repair did --
action,4_1_cts,5_1_grt
endpoints found under the hold margin,0,0
buffers inserted,88,16
pin swaps,125,53
cloned,0,1
resized,150,69
endpoints found under the setup margin,16,16
-- routing by layer --
layer | share of wire [%] | up-vias | GRT usage [%]
met5 | 0 | - | 0
met1 | 48 | 4727 | 43.2
met2 | 44 | 272 | 48.4
li1 | - | 5131 | -
met3 | 6.0 | 39 | 3.68
met4 | 1.7 | 0 | 4.41
-- kinds of logic after synthesis --
family                   count (synthesis)  synth area share (%)
AND/OR/NAND/NOR                        359                  23.7
multiplexers                            35                  4.82
other                                    2                0.0961
XOR/XNOR                                86                  9.64
buffers and inverters                   72                  3.65
flip-flops                              16                  4.10
AND-OR/OR-AND                          342                  31.6
adder cells (fa/ha/maj)                140                  22.4
-- cell type report --
class	instances	area share [%]
Antenna cell	1	0.0177
Clock buffer	4	0.627
Inverter	48	1.35
Multi-Input combinational cell	1007	63.7
Sequential cell	16	2.26
Tap cell	260	2.30
Timing Repair Buffer	534	29.7
-- worst min path at each step --
stage         startpoint  endpoint  slack (ns)  cells past startpoint
CTS                 B[7]      R[8]        5.90                      6
global route        B[7]      R[1]        6.01                      5
finish              B[7]     R[13]        5.95                      6
