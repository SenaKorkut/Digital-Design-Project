===== ./design.v =====
`timescale 1ns / 1ps
module controller( 
                   input logic clk, 
                   input logic reset, 
                   input logic [3:0]button,
                   input logic lt_50,
                   input logic lt_200,
                   output logic ld,
                   output logic clr, 
                   output logic display,
                   output logic reg_clr,
                   output logic inc,
                   output logic S_1,
                   output logic S_0,
                   output logic loadInputs
                   );              
      typedef enum {S0, S1, S2, S3, S4, S5,S6,S7,S8,S9} states;
      states current_state, next_state;  
      logic select0;
      logic select1;
      always@ (posedge clk)
      begin
      if( reset) 
            current_state <= S0;
        else
             current_state <= next_state;
      case(current_state)
       S0:            
            next_state <= S1;
       S1: 
           if( button == 4'b0001) 
                 next_state <= S2;
           else if( button == 4'b0010) 
                 next_state <= S3;
           else if( button == 4'b0100) 
                 next_state <= S4;
           else if( button == 4'b1000 ) 
                 next_state <= S5;
           else
                next_state <= S1;                  
       S2:  
             begin
                next_state <= S6;
             end
       S3:
             begin
                 next_state <= S6;
             end 
       S4: 
            begin
            next_state <= S6;
            end
       S5: 
            begin
            next_state <= S6;
            end
       S6:
            begin 
                    next_state <= S7;
            end  
       S7: 
            begin 
                    next_state <= S8;
            end
       S8:
            begin
                if(lt_50)
                    next_state <= S8;
                else if ( ~lt_50 ) 
                    next_state <= S9;
            end
       S9:
            begin
                if (lt_200)
                     next_state <= S9;    
                else if ( ~lt_200 )
                    next_state <= S7;
            end
      endcase
      end
      assign ld = (current_state == S6);
      assign display = ( current_state != S9);  
      assign reg_clr = (current_state == S0);
      assign clr = ( current_state == S7);  
      assign inc = ( current_state == S8)|(current_state == S9);      
      assign S_0 = select0;
      assign S_1 = select1; 
      assign loadInputs = ( current_state == S0);    
      always@ ( posedge clk )
      begin 
      if(current_state == S2)
      begin
        select0 <= 1'b0;
        select1 <= 1'b0;
        end
      else if ( current_state == S3) 
      begin
        select0 <= 1'b1;
        select1 <= 1'b0;
        end
      else if ( current_state == S4 ) 
      begin
        select0 <= 1'b0;
        select1 <= 1'b1;
        end
      else if ( current_state == S5 ) 
      begin
        select0 <= 1'b1;
        select1 <= 1'b1;
        end
      else 
      begin
        select0 <= 1'b0;
        select1 <= 1'b0;
        end
      end        
endmodule

===== ./config.mk =====
export PLATFORM = sky130hd
export DESIGN_NAME = controller
export DESIGN_NICKNAME = controller
export VERILOG_FILES = /design/flow/design.v
export SDC_FILE = /design/flow/constraint.sdc
export NUM_CORES = 4
export LEC_CHECK = 1
export CORE_AREA = 10 10 79 79
export DIE_AREA = 0 0 89 89

===== ./run.sh =====
#!/bin/bash
# OpenROAD 26Q1-2900-gdf79404cd8, Yosys 0.63+post, stock flow scripts
make -C /OpenROAD-flow-scripts/flow DESIGN_CONFIG=/design/flow/config.mk WORK_HOME=/design/flow/orfs finish

===== ./constraint.sdc =====
current_design controller

set clk_period 1.8
set clk_io_pct 0.2

create_clock -name clk0 -period $clk_period [get_ports {clk}]

set non_clock_inputs [all_inputs -no_clocks]
set_input_delay [expr $clk_period * $clk_io_pct] -clock clk0 $non_clock_inputs
set_output_delay [expr $clk_period * $clk_io_pct] -clock clk0 [all_outputs]

==> out/qor.txt <==
HP Class - reg2reg
H-tree depth reported by CTS - 1
post-synthesis sequential area ratio - 49.4%
vias in the first global route - 431
Core Box Area - 0.00466 mm²
Crit Path Class - reg2out
Synth async-reset ratio - 0%
Mean Syn Cell Area - 10.8 µm²
clock-pin slew on the worst setup and hold paths - 0.04 ns
Port Buf Inserts - 15
yosys xor share - 7.20%
die width - 89 µm
Tcrit/Tclk final - 95.8%
routability cong. - 0.769
I/O pins - 16
Synth mux share - 2.06%
worst path cell trace - buf_6 > nor3_4 > clkdlybuf4s50_1
DR vias - 409
Largest stage delay, worst path - 0.48 ns
layout cell share with drive strength beyond 1 - 31.4%
WHS - 0.445 ns
Final Max Slew Viols - 0
Synth top cell by count - dfxtp_1
Cell Type Count - 25
Setup crit start kind - register
initial antenna violation count - 0
endpoints failing setup - 0
Clock Path Buffers - 2
Rows - 25
Worst-Skew Late Latency - 0.23 ns
GRT Residual Overflow - 0
Chip Area, Yosys - 487 µm²
max-cap violations - 0
Worst Setup End Kind - output port
Synth Instances - 45
Sink Count - 10
crit path max fanout - 7
CP arrival - 1.37 ns
wire per inst - 10.2 µm
fillers - 484
Tool Warnings - 26
Leakage - 0.352 nW
HPWL after detailed placement - 989 µm
Yosys top cell by area - dfxtp_1
Max Clock Freq - 580 MHz
NetSw - 0.234 mW
Die Y - 89 µm
final critical-path required period - 1.73 ns
Yosys warning count - 1
part of the power in registers - 39.2%
Peak VDD IR - 0.315 mV
outcome - completed
crit path DRT - 1.44 ns
adder share - 0%
Hold Buf Count CTS - 0
Final Total Pwr - 0.942 mW
router iterations before antenna repair - 2
Inserted Clock Buffers - 3
DRC viols - 0
CTS root buf - clkbuf_8
Max Clock Skew - 0.00102 ns
Compound Share, Synth - 11.3%
P_int - 0.709 mW
largest net degree at the start of global routing - 8
synthesized area - 487 µm²
CP max-delay cell - clkdlybuf4s50_1
DP Worst Slack - 0.0627 ns
die area - 0.00792 mm²
first-pass GRT wire length - 2.04 mm
floorplan core density - 10.4%
Final ANT Viol Nets - 0
Area growth, synth to finish - 80.2%
Fin. Hold Viols - 0
Net Sw Frac - 24.8%
ys cells - 45
Vias per Instance - 3.30
ys flop type - dfxtp_1
worst slew pin tran - 0.519 ns
relative slew slack - 65.1%
DRT iter0 DRCs - 16
WL final - 1.27 mm
Antenna Cells - 0
power per cell area - 1070 mW/mm²
clock network power share - 28.4%
Synth area leaders - dfxtp_1 25%, edfxtp_1 25%, xnor2_1 7.2%
share of the synthesized area in the top cell type - 24.7%
synthesis-stage register bit count - 10
Synth top cells by count - 6 x dfxtp_1, 5 x nor2b_1, 4 x edfxtp_1, 4 x xnor2_1
Synth logic family - simple AND/OR/NAND/NOR gates
Global Route Usage Sum - 3.22%
final worst-path setup slack - 0.0749 ns
TritonCTS clock tree - built
number of synthesized flops with an enable pin - 4
combinational share of power - 32.3%
yosys simple share - 26.7%
## area by class of cell
| type | count | area (µm²) | share of cell area, % |
|---|---|---|---|
| timing repair buffer | 24 | 235 | 26.8 |
| multi-input combinational | 32 | 268 | 30.5 |
| clock buffer | 4 | 55.1 | 6.28 |
| tap | 54 | 67.6 | 7.70 |
| sequential | 10 | 251 | 28.7 |
## placed cells by master, fill, tap and decap left out, types with 2 or more instances in the layout
cell type         n
clkdlybuf4s50_1  11
buf_4             7
nor2b_1           5
xnor2_1           4
clkbuf_8          4
edfxtp_1          4
dlymetal6s2s_1    4
dfxtp_1           3
dfxtp_4           3
o41ai_1           2
nand2b_1          2
o21ai_0           2
buf_6             2
## power groups by stage
| stage | sequential (mW) | combinational [mW] | clock (mW) |
|---|---|---|---|
| finish | 0.370 | 0.305 | 0.268 |
| global route | 0.378 | 0.339 | 0.295 |
| CTS | 0.366 | 0.293 | 0.275 |
## registers in the layout (all words and copies together) (netlist names)
register       cells
select0            1
select1            1
current_state      4
next_state         4
## stage by stage
step	cells	setup TNS (ns)	cell area (µm²)	utilization, %
final	124	0	877	18.8
after global routing	124	-0.00294	877	18.8
after floorplan	45	0	487	-
after global placement	117	0	733	15.7
after detailed placement	117	0	733	15.7
after CTS	121	-0.00936	818	17.6
## worst max-delay path, delay by kind of cell, from the launching register on
family        cells  cell delay, ns
buf+inv           2            0.63
flops             1            0.34
simple gates      1            0.17
## logic make-up after synthesis
group / after synthesis
flops: 10
simple gates: 20
compound gates: 7
xor+xnor: 4
buf+inv: 3
mux: 1
## path summary, 6_finish.rpt
path                            cells after the start        startpoint  slack (ns)               end
worst min-delay path                                1     next_state[3]        0.44  current_state[3]
worst max-delay path                                3  current_state[0]        0.07                ld
worst max register to register                      5  current_state[3]        0.16     next_state[2]
worst min register to register                      1     next_state[3]        0.44  current_state[3]
## timing repair
item	4_1_cts	5_1_grt
gates resized	8	11
buffers inserted	0	3
pin swaps	0	2
setup endpoints to repair	6	6
## metal layers
| metal | vias up | track usage (%) | share of wire, % |
|---|---|---|---|
| met5 | - | 0 | 0 |
| met4 | 0 | 0.289 | 0.32 |
| met3 | 2 | 2.11 | 9.8 |
| met2 | 10 | 5.25 | 47 |
| met1 | 185 | 3.58 | 43 |
| li1 | 212 | - | - |
No activity file was given, so power comes from the tool's default toggle rates.
