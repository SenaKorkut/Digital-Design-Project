===== flow/run.sh =====
#!/bin/bash
# OpenROAD 26Q1-2900-gdf79404cd8, Yosys 0.63+post, stock flow scripts
make -C /OpenROAD-flow-scripts/flow DESIGN_CONFIG=/design/flow/config.mk WORK_HOME=/design/flow/orfs finish

===== flow/config.mk =====
export PLATFORM = sky130hd
export DESIGN_NAME = upCounter
export DESIGN_NICKNAME = upCounter
export VERILOG_FILES = /design/flow/design.v
export SDC_FILE = /design/flow/constraint.sdc
export NUM_CORES = 4
export LEC_CHECK = 1
export CORE_AREA = 10 10 90 90
export DIE_AREA = 0 0 100 100

===== flow/constraint.sdc =====
current_design upCounter

set clk_period 4.7
set clk_io_pct 0.2

create_clock -name clk0 -period $clk_period [get_ports {clk}]

set non_clock_inputs [all_inputs -no_clocks]
set_input_delay [expr $clk_period * $clk_io_pct] -clock clk0 $non_clock_inputs
set_output_delay [expr $clk_period * $clk_io_pct] -clock clk0 [all_outputs]

===== flow/design.v =====
`timescale 1ns / 1ps
module upCounter( input clk,
                  input clr,
                  input inc,
                  output [29:0] count
                );
logic [29:0]counter; 
always @(posedge clk)
    begin
    if(clr)
        counter <= 29'b0;
    else
        counter <= counter + 29'b1;
    end 
assign count = counter;
endmodule

==> reports/results.ini <==
[grt]
grt_pass1_vias = 1290
overflow = 0
grt_pass1_wl_um = 6368
grt_antenna_before_repair = 0
grt_max_degree = 35
grtUsageTotal_pct = 7.605

[detailed_routing]
final_antenna_net_count = 0
vias_per_cell = 4.782
antennaDiodeCount = 0
routedWlPerCell_um = 13.48
vias = 1339
drtPass1Iterations = 4
drt-initial-drc-count = 98
drt_drc_violations_left = 0
routed_wl_um = 3775

[cells_and_area]
finalNonFillerCells = 280
area_growth_pct = 30.52
regMostFlops = counter
drive_gt1_share_pct = 7.389
reg_top3 = counter x30
largest_reg_flops = 30

[clock_network]
cts_tree = yes
cts-buffers-inserted = 5
root_buffer = clkbuf_8
clk_latency_ps = 270
htreeDepth = 2
cts_hold_buf = 0
cts_resized = 0
clk_path_buf_depth = 2
clk_pin_slew_ps = 60
clkSinkCount = 30
post_cts_buffers = 0

[logic_synthesis]
ys_chip_area_um2 = 1451
syn_inst = 173
synth_area_per_cell_um2 = 8.390
mux_area_share_pct = 2.328
netlist_logic_family_top = simple AND/OR/NAND/NOR gates
synth_area_um2 = 1451
synth-xor-area-share_pct = 6.638
ys_ff = 30
synth_cell_types = 31
synth_seq_share_pct = 41.38
ys_cells = 173
ys_sh_simple_pct = 33.53
synthAoiAreaFrac_pct = 10.69
synthAdderAreaFrac_pct = 0.8621
ys_warn_count = 1

[die]
chipWidth_um = 100
fp-utilization_pct = 23.12
rows = 29
dieHeight_um = 100
die_area_um2 = 10000
core_um2 = 6277
ios = 33

[flow_run]
tool_warnings = 26
cap_violations = 0

[placement]
io_buffer_count = 31
dpl.cell_count = 273
gp_routability_congestion = 0.8068
hpwl_um = 2695

[setup_path]
path_max_fanout = 10
path_delay_family = buffers and inverters
r2r-end = counter[27]
crit_path_start_kind = flip-flop
path_class = reg -> out
worstPathCellList = clkdlybuf4s50_1
cp.arrival_ps = 1300
reg2reg_slack_ps = 2570
crit_end = count[5]
ff2ff_path_depth = 4
startpoint = counter[5]
cpMaxStageDelayCell = clkdlybuf4s50_1
slowest_delay_ps = 540
required_ps = 3760
cp-end-kind = output port
cp.depth = 1
path_buffers = 1
r2r-start = counter[7]

[power]
power.leakage_uw = 0.0005724
power.density_nw_per_um2 = 244.4
irDropWorstVdd_mv = 0.1070

[final_timing]
maxSlewViolCount = 0
fmax_ghz = 0.4457
rsz0062_at_grt = no
hold_viol_final = 0
setup_viol = 0
finClkSkew_ps = 2.837
fin_crit_ps = 2244
slew-limit-headroom_pct = 76.30
worst_pin_slew_ps = 355.4
fin_crit_sh_pct = 47.74
finalSetupTns_ps = 0

[hold_path]
hp-class = reg -> reg

[outcome]
outcome = finished clean

## where the power goes
part           switching (uW)  total [uW]  internal [uW]
clock                    86.6         188            102
combinational            6.70        13.9           7.20
sequential               4.36         261            257
total                    97.7         463            365
## layer usage
metal  vias up  share of wire, %  wire length (um)  global-route usage (%)
met5         -                 0                 0                       0
met4         0               1.1                41                  0.9783
met3         5               7.6               286                   2.915
met2        25                45              1710                   11.70
met1       620                46              1737                   10.24
li1        689                 -                 -                       -
## worst min path at each step
stage               start           to  slack (ps)  depth (start not counted)
CTS           counter[24]  counter[24]         500                          2
global route  counter[19]  counter[19]         520                          2
finish        counter[29]  counter[29]         490                          2
## synth_stat cells
cell | count | area share, %
mux2_2 | 3 | 2.3
o311ai_0 | 1 | 0.60
nor2b_1 | 4 | 1.7
or3_2 | 1 | 0.52
dfxtp_1 | 30 | 41
buf_4 | 1 | 0.52
a21oi_1 | 13 | 4.5
and4_1 | 4 | 2.4
o41ai_1 | 1 | 0.60
nor2_1 | 15 | 3.9
buf_2 | 2 | 0.69
and3_2 | 1 | 0.52
nor3_1 | 3 | 1.0
xor2_1 | 6 | 3.6
or3_1 | 7 | 3.0
buf_6 | 1 | 0.78
inv_1 | 5 | 1.3
and2_1 | 1 | 0.43
o21ai_0 | 7 | 2.4
xnor2_1 | 5 | 3.0
clkbuf_1 | 5 | 1.3
or4_1 | 10 | 5.2
nor4_1 | 1 | 0.43
nand3_1 | 12 | 4.1
and4_2 | 1 | 0.69
nand4_1 | 10 | 4.3
o31ai_1 | 5 | 2.6
ha_1 | 1 | 0.86
and3_1 | 2 | 0.86
nand2_1 | 12 | 3.1
or2_2 | 3 | 1.3
## cells by family (layout without fill, tap and decap cells)
group / count (synthesis) / count (layout)
AOI/OAI and AO/OA: 27 / 27
xor gates and xnor gates: 11 / 11
adders and majority gates: 1 / 1
buffers and inverters: 14 / 44
DFF: 30 / 30
muxes: 3 / 3
and+or+nand+nor: 87 / 87
## final cells by class
type	count	area, um2
Clock buffer	7	76.32
Tap cell	77	96.34
Multi-Input combinational cell	129	784.5
Timing Repair Buffer	32	317.8
Sequential cell	30	600.6
Inverter	5	18.77
Fill cell	659	4383
## layout by cell type, fill, tap and decap left out
master,synthesis,final
clkdlybuf4s50_1,0,31
and3_1,2,2
and2_1,1,1
and3_2,1,1
nand4_1,10,10
xnor2_1,5,5
ha_1,1,1
xor2_1,6,6
o41ai_1,1,1
dfxtp_1,30,30
buf_4,1,1
nand2_1,12,12
or3_1,7,7
nor3_1,3,3
o21ai_0,7,7
and4_2,1,1
inv_1,5,5
mux2_2,3,3
or3_2,1,1
clkbuf_8,0,5
or2_2,3,3
nand3_1,12,12
nor4_1,1,1
a21oi_1,13,13
and4_1,4,4
or4_1,10,10
nor2_1,15,15
clkbuf_1,5,2
nor2b_1,4,4
o311ai_0,1,1
o31ai_1,5,5
## stage by stage
| step | hold slack, ps | setup slack (ps) | instance area [um2] | utilization, % | total power (uW) |
|---|---|---|---|---|---|
| after global routing | 518.1 | 2358 | 1894 | 30.18 | 483.7 |
| after CTS | 499.2 | 2428 | 1894 | 30.18 | 470.6 |
| after floorplan | 442.1 | 2827 | 1451 | - | 273.1 |
| after detailed placement | 490.8 | 2481 | 1818 | 28.96 | 280.7 |
| final | 493.6 | 2456 | 1894 | 30.18 | 463.1 |
| after global placement | 472.6 | 2495 | 1818 | 28.96 | 280.6 |
Power figures rest on the tool's default switching activity, not on a simulated workload.
